==> flow/design.v <==
module Krzeslo (
	input clk,
	input dir,
	input [2:0] in,
	output wire [5:0] out
);
	always @(posedge clk) begin
		if(dir) begin
			out = {out[4:0], out[5]};
		end else begin
			out = {out[0], out[5:1]};
		end
		out[2:0] = in[2:0] ^ out[2:0];
	end
endmodule
==> flow/run.sh <==
#!/bin/bash
# OpenROAD 26Q1-2900-gdf79404cd8, Yosys 0.63+post, stock flow scripts
make -C /OpenROAD-flow-scripts/flow DESIGN_CONFIG=/design/flow/config.mk WORK_HOME=/design/flow/orfs finish
==> flow/config.mk <==
export PLATFORM = sky130hd
export DESIGN_NAME = Krzeslo
export DESIGN_NICKNAME = Krzeslo
export VERILOG_FILES = /design/flow/design.v
export SDC_FILE = /design/flow/constraint.sdc
export NUM_CORES = 4
export LEC_CHECK = 1
export CORE_AREA = 10 10 70 70
export DIE_AREA = 0 0 80 80
==> flow/constraint.sdc <==
current_design Krzeslo

set clk_period 1.4
set clk_io_pct 0.2

create_clock -name clk0 -period $clk_period [get_ports {clk}]

set non_clock_inputs [all_inputs -no_clocks]
set_input_delay [expr $clk_period * $clk_io_pct] -clock clk0 $non_clock_inputs
set_output_delay [expr $clk_period * $clk_io_pct] -clock clk0 [all_outputs]
==> impl_metrics.toml <==
# generated from flow reports
[clocking]
clk_pin_slew_ns = 0.04
cts_sinks = 6
postCtsHoldBufs = 0
clk_latency_ns = 0.24
postCtsSetupBuffers = 0
cts_tree = "built"
root_buffer = "clkbuf_4"
cts.repair.resized = 0
cts.htree.levels = 1
cts_buffers = 3
cts_buffer_depth = 2

[cells_and_area]
largest_reg_flops = 6
fin_util_pct = 11.6
drive_gt1_share_pct = 42.9
syn2layout_area_growth_pct = 79.7
final_cells = 74
stdcell_area_um2 = 398

[floorplanning]
rows = 21
core_area_um2 = 3420
chipWidth_um = 80
die_area_um2 = 6400
die_h_um = 80
fp_util_pct = 6.48
ioPinCount = 11

[route]
dr.pass1.iters = 2
drt-vias-per-instance = 2.18
drtAntennaViolNets = 0
wirelength_um = 618
drt_iter0_drc = 2
drc = 0
diodes = 0
vias = 161
wl_per_cell_um = 8.35

[yosys]
ys_cells = 16
yosysWarnings = 4
synth_area_per_cell_um2 = 13.8
synth.distinct_cells = 5
synth.cell_area_um2 = 221
syn_inst = 16
ys_ff = 6
ys_seq_share_pct = 54.2
ys_area_um2 = 221

[setup_path]
required_ns = 1.12
endpoint_kind = "output pin"
cp-start-kind = "flop"
critPathKind = "flop to output pin"
cp_top_family = "buffers and inverters"
critPathMaxFanout = 3
max_stage_delay_ns = 0.49
cp_num_buf_inv = 1
rrSetupSlack_ns = 0.68
arrival_ns = 1.05
slowest_stage = "clkdlybuf4s50_1"
path_cells = "clkdlybuf4s50_1"

[global_routing]
antenna_found_initial = 0
met3_usage_pct = 1.14
grt_max_degree = 7
busiest_layer = "met2"
track_usage_pct = 2.20
use_met1_pct = 1.67
met2_usage_pct = 4.25
grt_overflow_total = 0
grt_pass1_vias = 194
grt_first_pass_wirelength_um = 1040

[timing]
fin_crit_sh_pct = 95.1
holdWs_ns = 0.487
finalHoldViolCount = 0
finalCriticalPeriod_ns = 1.33
relSlewSlack_pct = 81.1
tightest_slew_ns = 0.283
rsz0062_at_grt = "false"
drv_slew = 0
max_freq_mhz = 751
worst_slack_ns = 0.0692
finalClockSkew_ns = 0.000843
setup_violations = 0
fin_setup_tns_ns = 0

[power]
p_leak_nw = 0.139
peakVddDrop_mv = 0.196
power_mw = 0.812
p_per_area_nw_per_um2 = 2040

[place]
placed_area_um2 = 368
globalplace.congestion = 0.717
place_inst = 71
detailedPlace.worstSlack_ns = -0.00818
placement.io_buffers = 10

[run]
drv_cap = 0
tool_warnings = 25

[status]
status = "finished clean"

[hold_path]
hp-class = "flop to flop"
layer usage:
metal  share of wire (%)  vias up
met5                   0        -
met4                 4.4        0
met3                 5.5        4
met2                  66        4
met1                  24       75
li1                    -       78
final timing paths:
path | from | end | cells past startpoint
hold reg to reg | out[4] | out[5] | 1
setup / recovery | out[4] | out[4] | 1
setup reg to reg | out[0] | out[1] | 2
hold / removal | out[4] | out[5] | 1
report_power, final:
group / switching (mW) / total, mW / internal, mW
logic: 0.0708 / 0.306 / 0.236
clock network: 0.0563 / 0.153 / 0.0965
registers: 0.0658 / 0.353 / 0.287
total: 0.193 / 0.812 / 0.619
worst register-to-register path: cells and delay by family (launching register included):
kind / cells / cell delay [ns]
xor gates and xnor gates: 1 / 0.14
DFF: 1 / 0.32
muxes: 1 / 0.18
cell usage in the layout, fill, tap and decap left out:
master,instances
mux2_2,3
mux2i_1,3
clkbuf_4,3
clkdlybuf4s50_1,10
xnor2_1,3
dfxtp_2,6
synth_stat cells:
library cell / instances / area, um2
mux2i_1: 3 / 30.0
xnor2_1: 3 / 26.3
dfxtp_1: 6 / 120
mux2_2: 3 / 33.8
buf_6: 1 / 11.3
cells by family (layout without fill, tap and decap cells):
logic type / count (synthesis) / in the layout / synth area share (%)
muxes: 6 / 6 / 28.8
xor gates and xnor gates: 3 / 3 / 11.9
buffers and inverters: 1 / 13 / 5.08
DFF: 6 / 6 / 54.2
cell type report:
type | instances | area [um2]
Fill cell | 395 | 3020
Clock buffer | 3 | 22.5
Tap cell | 46 | 57.6
Sequential cell | 6 | 128
Multi-Input combinational cell | 9 | 90.1
Timing Repair Buffer | 10 | 100
