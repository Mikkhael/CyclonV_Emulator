==> ./design.v <==
module EXAMPLE_DUT(
    input  wire       CLK,
    input  wire [9:0] SW,
    input  wire [3:0] KEY,
    output wire [9:0] LED,
    output reg  [6:0] HEX0 = 7'b1111110,
    output wire [6:0] HEX1,
    output wire [6:0] HEX2,
    output wire [6:0] HEX3,
    output wire [6:0] HEX4,
    output wire [6:0] HEX5
);
assign LED = SW ^ {6'd0, {~KEY}};
assign HEX1 = {HEX0[5:0], HEX0[6]};
assign HEX2 = {HEX1[5:0], HEX1[6]};
assign HEX3 = {HEX2[5:0], HEX2[6]};
assign HEX4 = {HEX3[5:0], HEX3[6]};
assign HEX5 = {HEX4[5:0], HEX4[6]};
always @(posedge CLK) begin
    HEX0 <= HEX1;
end
endmodule
==> ./run.sh <==
#!/bin/bash
# OpenROAD 26Q1-2900-gdf79404cd8, Yosys 0.63+post, stock flow scripts
make -C /OpenROAD-flow-scripts/flow DESIGN_CONFIG=/design/flow/config.mk WORK_HOME=/design/flow/orfs finish
==> ./config.mk <==
export PLATFORM = sky130hd
export DESIGN_NAME = EXAMPLE_DUT
export DESIGN_NICKNAME = EXAMPLE_DUT
export VERILOG_FILES = /design/flow/design.v
export SDC_FILE = /design/flow/constraint.sdc
export NUM_CORES = 4
export LEC_CHECK = 1
export CORE_AREA = 10 10 70 70
export DIE_AREA = 0 0 80 80
==> ./constraint.sdc <==
current_design EXAMPLE_DUT

set clk_period 1.0
set clk_io_pct 0.2

create_clock -name clk0 -period $clk_period [get_ports {CLK}]

set non_clock_inputs [all_inputs -no_clocks]
set_input_delay [expr $clk_period * $clk_io_pct] -clock clk0 $non_clock_inputs
set_output_delay [expr $clk_period * $clk_io_pct] -clock clk0 [all_outputs]
==> summary.txt <==
Notes on the physical design

The run finished, with violations left. The final reports fail on setup timing. The nature of the critical path endpoint is an output port. Input and output buffers added on the ports amount to 54. The global-route wire length before repair is 2330 um. The final setup slack of the worst path is -28.6 ps.

The synthesis report lists the most area-consuming cells as sky130_fd_sc_hd__buf_4 64%, sky130_fd_sc_hd__dfxtp_1 29%, sky130_fd_sc_hd__xnor2_1 7.3%. The clock net sink count is 7. After synthesis the cells add up to 483 um^2. In this run the count of I/O pins placed on the die edge is 67. The iteration-0 DRC count of the detailed router is 3. The floorplan die area is 0.00640 mm^2. Registers are responsible for 45.5% of the overall power. The largest registers in the layout are HEX0 (7).

For this design, Yosys synthesis ends with a cell count of 52. Synthesis handed over a netlist of 52 instances. The required time at the worst endpoint is listed as 800 ps.

The core area is 0.00342 mm^2. The final antenna-violating net count is 0. The total congestion overflow is 0. The post-synth register bit count is 7.

The wire length per cell after detailed routing is 11.5 um. The OpenROAD warning count is 27. At the later pin of the worst-skew pair, clock insertion delay measures 250 ps. The worst setup path is launched from a flip-flop. Counting I/O delays and the setup requirement, the final critical path takes 1030 ps. The worst hold path cell count is 0.

Per the OpenROAD floorplan log, the height of the die is 80 um. The number of DRC violations after detailed routing is 0. The normalized max-slew margin is 92.1%. The final cell area excluding filler cells is 888 um^2. The tally of unique sky130hd cells used after synthesis is 3.

The critical path is of the flip-flop to output port type. The multi-input combinational cells in the finished layout cover a total of 35.0 um^2. The internal power summed over all cells is 449 uW. The number of placement rows is 21. The pin count of the biggest net entering global routing is 8. The warning count from the yosys run is 1. The number of setup violations in the final report is 20. After its last routability iteration, the placer logged a weighted congestion of 0.681.

Averaged over all synthesized cells, the footprint is 9.29 um^2. The number of flip-flops in the largest register is 7. In this run the top signal layer used is met3.

The number of buffers created by CTS is 3. Per the run report, area growth between synthesis and finish was 83.9%. The arrival time of data at the critical path endpoint is 830 ps.

The synthesized netlist has a Yosys-reported chip area of 483 um^2. The power share of the combinational group is 8.5%. The part of the Yosys area used for sequential elements is 29.0%. The classification of the worst-slack hold path is flip-flop to flip-flop. The global routing report lists combined usage of all routing layers as 4.48%. For this block, the via count after detailed routing is 374. The switching power share of the total is 21.4%. The floorplan step records an initial core utilization of 14.1%. The number of antenna violations at the first check in global routing is 0. The final-layout fill cell count is 358.

In the post-route report, total wirelength is listed as 1520 um. The number of H-tree levels is 1. The worst reg-to-reg path cell count is 3.

The final timing report lists a hold violation count of 0. The first-pass iteration count of the detailed router is 2. In this run, the clock network consumes 46.0% of the power.

The routed design uses 660 um of met2 wire. The number of maximum-capacitance violations recorded for the run is 0. The leakage power is 0.488 nW. The footprint of the flip-flops and latches is 166 um^2.

The proportion of layout cells with a drive suffix above 1 is 84.9%. Looking at the VDD voltage map, the peak drop is 0.000131 V. In the final run the clock tree shows a worst skew of 2.94 ps. The post-detailed-placement half-perimeter wirelength is 1140 um.

The met3 routed wirelength is 285 um. No sink is reached through more buffers than the 2 on the longest clock path. Clock tree synthesis selected as its root buffer the cell sky130_fd_sc_hd__clkbuf_4.

The TritonCTS clock tree is built. In the CTS report, the clock slew at the register clock pins of the worst setup and hold paths is listed as 60 ps. Along the worst path, the maximum fanout reaches 4. In the routed layout, each cell is associated on average with a via count of 2.83.

The worst-margin pin slew is 117 ps. The reg2reg setup slack is 200 ps. The highest achievable clock rate is 972 MHz. Per the OpenROAD power report, switching power amounts to 122 uW. OpenROAD reports that the post-layout worst path occupies 103% of the period.

In the per-layer summary, the met1 wirelength comes to 574 um. The area fraction of the dominant cell type after synthesis is 63.7%. Setup repair after global routing could not meet its margin everywhere. The final tally of max-slew violations is 0. In this run the power density over the cells is 643 mW/mm^2.

Once placement finished, the instance area stood at 811 um^2. The via count of the first global-routing pass is 439. The top cell type by total area after synthesis is sky130_fd_sc_hd__buf_4. Ranked by flip-flop count, first place goes to HEX0.

The horizontal die dimension reported for this design is 80 um. The number of diodes added for antenna fixing is 0. The worst hold margin is 396 ps.
## final timing paths
path           start  endpoint
max          HEX0[3]   HEX1[4]
min          HEX0[6]   HEX0[0]
max reg2reg  HEX0[0]   HEX0[1]
min reg2reg  HEX0[6]   HEX0[0]
## layout by cell type, fill, tap and decap left out
cell,n
sky130_fd_sc_hd__buf_2,22
sky130_fd_sc_hd__clkbuf_4,3
sky130_fd_sc_hd__clkbuf_1,1
sky130_fd_sc_hd__xnor2_1,4
sky130_fd_sc_hd__clkbuf_2,2
sky130_fd_sc_hd__buf_4,7
sky130_fd_sc_hd__dfxtp_4,7
sky130_fd_sc_hd__buf_6,32
sky130_fd_sc_hd__dlygate4sd2_1,8
## per-stage QoR
step | util [%] | instances | setup WS [ps] | setup TNS, ps | power [mW]
2_1_floorplan | - | 52 | 325 | 0 | 0.310
3_3_place_gp | 23.7 | 116 | -472 | -6170 | 0.362
3_5_place_dp | 23.7 | 116 | -477 | -6940 | 0.362
4_1_cts | 26.1 | 133 | -53.2 | -867 | 0.600
5_1_grt | 26.0 | 132 | -75.9 | -1230 | 0.622
6_report | 26.0 | 132 | -28.6 | -367 | 0.571
## layer usage
layer / up-vias / GRT usage [%]
met1: 161 / 5.22
met4: 0 / 0.528
met5: - / 0
li1: 182 / -
met2: 31 / 6.10
met3: 0 / 4.09
## power by group through the flow
stage	sequential [mW]	clock (mW)	combinational [mW]
after CTS	0.260	0.290	0.0496
after global routing	0.259	0.307	0.0550
final	0.260	0.263	0.0485
## logic make-up after synthesis
kind of cell and share of synthesized area, %:
buf+inv 63.7, xor+xnor 7.25, flops 29.0
## Yosys cell counts
master	instances
sky130_fd_sc_hd__xnor2_1	4
sky130_fd_sc_hd__buf_4	41
sky130_fd_sc_hd__dfxtp_1	7
## final cells by class
cell class | instances | share of cell area [%]
tap | 46 | 6.48
clock buffer | 4 | 2.96
sequential | 7 | 18.7
multi-input combinational | 4 | 3.94
timing repair buffer | 71 | 67.9
## worst max-delay path, cell delays in order, from the launching register on
cell and delay [ps]:
sky130_fd_sc_hd__dfxtp_4 350, sky130_fd_sc_hd__buf_6 130, sky130_fd_sc_hd__buf_6 100
## what timing repair did
action                     CTS  global route
hold buffers                 0             0
pin swaps                    1             0
gates resized              188             5
setup endpoints to repair   46            24
buffers inserted            13             0
Power and IR drop assume default switching activity.
